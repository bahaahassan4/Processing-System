==> flow/design.v <==
module DF_SYNC #(parameter PTR_WIDTH = 3)
(
    input wire      CLK,
    input wire      RST,
    input wire [PTR_WIDTH:0]    IN,
    output reg [PTR_WIDTH:0]    OUT
);
reg [PTR_WIDTH:0] q;
always @(posedge CLK or negedge RST)
begin
    if(!RST)
    begin
        q <= 'b0;
        OUT <= 'b0;
    end
    else
    begin
        q <= IN;
        OUT <= q;
    end
end
endmodule 
module FIFO_MEM_CNTRL #(parameter   PTR_WIDTH = 3,
                                    DATA_WIDTH = 8,
                                    DEPTH = 8)
(
    input wire  [DATA_WIDTH-1:0] wdata,
    input wire  [PTR_WIDTH-1:0]  waddr,raddr,
    input wire                   wclk,winc,wfull,
	input wire                   RST,
    output wire  [DATA_WIDTH-1:0] rdata
);
reg [DATA_WIDTH-1:0] mem [0:DEPTH-1];
integer i;
always @ (posedge wclk or negedge RST)
begin
	if(!RST)
	begin
		for (i = 0 ; i<DEPTH ; i = i + 1)
		begin
			mem[i] <= 'b0;
		end
	end
    else if(winc && !wfull)
    begin
        mem[waddr] <= wdata;
    end
end
assign rdata = mem[raddr];
endmodule
module FIFO_RD #(parameter PTR_WIDTH = 3)
(
    input wire      rinc,
    input wire      rclk,
    input wire      rrst_n,
    input wire [PTR_WIDTH:0] rq2_wptr,
    output reg      rempty,
    output reg [PTR_WIDTH:0] rptr,
    output wire [PTR_WIDTH-1:0] raddr
);
reg [PTR_WIDTH:0] raddr_next;
wire               empty_c;
reg [PTR_WIDTH:0] raddr_c;
wire [PTR_WIDTH:0] gray_raddr;
assign gray_raddr = (raddr_next) ^ (raddr_next>>1);  
always @ (*)
begin
    if(rinc && !rempty)
    begin
        raddr_next = raddr_c + 1;   
    end
    else
    begin
        raddr_next = raddr_c;
    end
end
always @ (posedge rclk or negedge rrst_n)
begin
    if(!rrst_n)
    begin
        raddr_c <= 0;
        rptr <= 0;
    end
    else
    begin
        raddr_c <= raddr_next;
        rptr <= gray_raddr;
    end
end
assign raddr = raddr_c [PTR_WIDTH-1:0] ;   
assign empty_c = (rq2_wptr == gray_raddr);
always @ (posedge rclk or negedge rrst_n)
begin
    if(!rrst_n)
    begin
        rempty <= 1;   
    end
    else
    begin
        rempty <= empty_c;
    end
end
endmodule
module FIFO_Top #(parameter     PTR_WIDTH = 3,
                                DATA_WIDTH = 8,
                                DEPTH = 8)
(
    input wire  wclk,wrst_n,rclk,rrst_n,
    input wire  winc,rinc,
    input wire  [DATA_WIDTH-1:0] wdata,
    output wire wfull,rempty,
    output wire  [DATA_WIDTH-1:0] rdata
);
wire [PTR_WIDTH-1:0] waddr,raddr;
wire [PTR_WIDTH:0]   wptr,rptr;
wire [PTR_WIDTH:0]   wq2_rptr,rq2_wptr;
FIFO_WR U_FIFO_WR(
    .wclk (wclk),
    .wrst_n (wrst_n),
    .winc (winc),
    .wq2_rptr (wq2_rptr),
    .wfull (wfull),
    .wptr (wptr),
    .waddr (waddr)
);
FIFO_RD U_FIFO_RD(
    .rinc (rinc),
    .rclk (rclk),
    .rrst_n (rrst_n),
    .rq2_wptr (rq2_wptr),
    .rempty (rempty),
    .rptr (rptr),
    .raddr (raddr)
);
FIFO_MEM_CNTRL U_FIFO_MEM_CNTRL(
    .wdata (wdata),
    .waddr (waddr),
    .raddr (raddr),
    .wclk (wclk),
    .winc (winc),
    .wfull (wfull),
    .rdata (rdata),
	.RST (rrst_n)
);
DF_SYNC sync_r2w(
    .CLK (wclk),
    .RST (wrst_n),
    .IN (rptr),
    .OUT (wq2_rptr)
);
DF_SYNC sync_w2r(
    .CLK (rclk),
    .RST (rrst_n),
    .IN (wptr),
    .OUT (rq2_wptr)
);
endmodule
module FIFO_WR #(parameter PTR_WIDTH = 3)
(
    input wire      winc,
    input wire      wclk,
    input wire      wrst_n,
    input wire [PTR_WIDTH:0] wq2_rptr,
    output reg      wfull,
    output reg [PTR_WIDTH:0] wptr,
    output wire [PTR_WIDTH-1:0] waddr
);
reg [PTR_WIDTH:0] waddr_next;
wire               full_c;
reg [PTR_WIDTH:0] waddr_c;
wire [PTR_WIDTH:0] gray_waddr;
assign gray_waddr = (waddr_next) ^ (waddr_next>>1);  
always @ (*)
begin
    if(winc && !wfull)
    begin
        waddr_next = waddr_c + 1;   
    end
    else
    begin
        waddr_next = waddr_c;
    end
end
always @ (posedge wclk or negedge wrst_n)
begin
    if(!wrst_n)
    begin
        waddr_c <= 0;
        wptr <= 0;
    end
    else
    begin
        waddr_c <= waddr_next;
        wptr <= gray_waddr;
    end
end
assign waddr = waddr_c [PTR_WIDTH-1:0] ;   
assign full_c = ((wq2_rptr[PTR_WIDTH] != gray_waddr[PTR_WIDTH]) && (wq2_rptr[PTR_WIDTH-1] != gray_waddr[PTR_WIDTH-1]) && (wq2_rptr[PTR_WIDTH-2:0] == gray_waddr[PTR_WIDTH-2:0]));
always @ (posedge wclk or negedge wrst_n)
begin
    if(!wrst_n)
    begin
        wfull <= 0;
    end
    else
    begin
        wfull <= full_c;
    end
end
endmodule
==> flow/run.sh <==
#!/bin/bash
# OpenROAD 26Q1-2900-gdf79404cd8, Yosys 0.63+post, stock flow scripts
make -C /OpenROAD-flow-scripts/flow DESIGN_CONFIG=/design/flow/config.mk WORK_HOME=/design/flow/orfs finish
==> flow/config.mk <==
export PLATFORM = sky130hd
export DESIGN_NAME = FIFO_Top
export DESIGN_NICKNAME = FIFO_Top
export VERILOG_FILES = /design/flow/design.v
export SDC_FILE = /design/flow/constraint.sdc
export NUM_CORES = 4
export LEC_CHECK = 1
export CORE_UTILIZATION = 30
==> flow/constraint.sdc <==
current_design FIFO_Top

set clk_period 2.1
set clk_io_pct 0.2

create_clock -name clk0 -period $clk_period [get_ports {rclk}]
create_clock -name clk1 -period $clk_period [get_ports {wclk}]

set non_clock_inputs [all_inputs -no_clocks]
set_input_delay [expr $clk_period * $clk_io_pct] -clock clk0 $non_clock_inputs
set_output_delay [expr $clk_period * $clk_io_pct] -clock clk0 [all_outputs]
==> results.sh <==
# source this file to load flow results
export IMPL_clkPwrFrac=0.202
export IMPL_viasPerCell=4.74
export IMPL_gp_congestion=0.791
export IMPL_most_common_cell="dfrtp_1"
export IMPL_synth_area_um2=4220
export IMPL_fillers=1198
export IMPL_seq_area_frac_synth=0.569
export IMPL_enable_flop_cells=0
export IMPL_gr_usage_all_layers=0.139
export IMPL_yosys_area_top_type="dfrtp_1"
export IMPL_synthCells=305
export IMPL_top_cells_by_count="dfrtp_1 (95), mux2_2 (70), a21oi_1 (22)"
export IMPL_cts_tree="done"
export IMPL_area_growth_syn_to_layout_pct=33.6
export IMPL_final_area_um2=5640
export IMPL_place_ws_ns=-0.359
export IMPL_log_warning_count=36
export IMPL_crit_type="register to primary output"
export IMPL_clock_sinks=96
export IMPL_core_rowCount=42
export IMPL_die_area_um2=14600
export IMPL_cp_required_ns=1.68
export IMPL_power_switching_mw=3.22
export IMPL_syn_area_per_cell_um2=13.8
export IMPL_n_antenna_cell=0
export IMPL_crit_fanout=6
export IMPL_max_slew_margin=0.697
export IMPL_ys_cells=305
export IMPL_power_frac_comb=0.463
export IMPL_drive_gt1_frac=0.486
export IMPL_io_pins=24
export IMPL_floorplan_core_util=0.313
export IMPL_dpl_instance_area_um2=4990
export IMPL_setup_ws_ns=-0.308
export IMPL_status="complete, but fails checks"
export IMPL_drc=0
export IMPL_final_util=0.418
export IMPL_wirelength_um=9050
export IMPL_worst_ir_drop_vdd_mv=0.697
export IMPL_power_density_nw_per_um2=1750
export IMPL_leakagePower_nw=2.44
export IMPL_ys_ff=96
export IMPL_antenna_found_initial=0
export IMPL_grt_pass1_wl_um=15000
export IMPL_setup_viol=8
export IMPL_synth_distinct_cells=37
export IMPL_hold_buffers=0
export IMPL_internal_power_mw=6.67
export IMPL_drt_iter0_drc=143
export IMPL_clkTransAtPathRegs_ns=0.06
export IMPL_async_flop_share=1.00
export IMPL_drv_slew=0
export IMPL_setup_tns_ns=-1.81
export IMPL_cap_violations=0
export IMPL_comb_area_um2=1840
export IMPL_finalHoldViolCount=0
export IMPL_ys_area_um2=4220
export IMPL_num_vias=2657
export IMPL_antenna_left=0
export IMPL_die_size_y_um=121
export IMPL_critPathCaptureType="primary output"
export IMPL_synth_top_area_share=0.563
export IMPL_dpl_hpwl_um=5820
export IMPL_wl_per_cell_um=16.1
export IMPL_yosysWarningCount=5
export IMPL_seqPwrFrac=0.335
export IMPL_skew_ns=0.00444
export IMPL_grt_pass1_vias=2828
export IMPL_seq_area_um2=2410
export IMPL_cp_start_kind="register"
export IMPL_violations="negative setup slack"
export IMPL_holdCritPathClass="primary input to asynchronous set/reset pin"
export IMPL_core_um2=13500
export IMPL_p_sw_frac=0.326
export IMPL_io_buffer_count=22
export IMPL_rsz0062_at_grt="yes"
export IMPL_worst_ep_arrival_time_ns=1.99
export IMPL_grt_max_degree=37
export IMPL_flop_cell="dfrtp_1"
export IMPL_top_cells_by_area="dfrtp_1 (56%), mux2_2 (19%), ha_1 (3.3%)"
export IMPL_tightest_slew_ns=0.454
export IMPL_fp_dieW_um=121
export IMPL_firstDrtPassIters=4
export IMPL_overflow=0
==> layout by cell type, fill, tap and decap left out, drive strengths merged <==
| master | n |
|---|---|
| dfrtp | 95 |
| mux2 | 70 |
| buf | 62 |
| a21oi | 22 |
| xnor2 | 15 |
| clkbuf | 14 |
| clkdlybuf4s50 | 13 |
| o21ai | 11 |
| ha | 11 |
| inv | 9 |
| a222oi | 8 |
| nand2 | 8 |
| a221oi | 7 |
| nor2 | 7 |
| xor2 | 5 |
| nand3 | 4 |
| and3 | 3 |
| a22oi | 2 |
| xnor3 | 2 |
| nor4 | 2 |
| clkinvlp | 2 |
| nor2b | 2 |
| clkinv | 2 |
| dfstp | 1 |
| a2111o | 1 |
| nand4 | 1 |
| mux2i | 1 |
| nand3b | 1 |
| nand2b | 1 |
| or3 | 1 |
| and4b | 1 |
| bufinv | 1 |
==> path summary, 6_finish.rpt <==
path                                           start                         end  slack [ns]  depth (start not counted)
worst max-delay path            U_FIFO_RD.raddr_c[1]                    rdata[7]       -0.31                          9
worst min-delay path                          rrst_n  U_FIFO_MEM_CNTRL.mem[5][1]        0.04                          1
worst max register to register  U_FIFO_WR.waddr_c[0]             U_FIFO_WR.wfull        0.20                          7
worst min register to register     U_FIFO_RD.rptr[1]               sync_r2w.q[1]        0.25                          0
max in group clk1               U_FIFO_WR.waddr_c[0]             U_FIFO_WR.wfull        0.20                          7
max in group asynchronous                     rrst_n            U_FIFO_RD.rempty        1.36                          2
min in group clk1                  U_FIFO_RD.rptr[1]               sync_r2w.q[1]        0.25                          0
min in group clk0                      sync_w2r.q[1]             sync_w2r.OUT[1]        0.34                          0
==> power groups by stage <==
stage | clock [mW] | combinational, mW | sequential [mW]
4_1_cts | 2.06 | 4.57 | 3.31
5_1_grt | 2.13 | 4.99 | 3.42
6_report | 2.00 | 4.58 | 3.31
==> cell families after synthesis <==
family,Yosys count,synth area share
mux,71,0.189
simple gates,31,0.0424
buf+inv,23,0.0249
xor+xnor,22,0.0628
compound gates,51,0.0788
fa+ha+maj,11,0.0326
flops,96,0.569
==> metal layers <==
layer	wire (um)	vias up	GRT usage	share of wire
met5	0	-	0	0
met4	72	0	0.0131	0.0080
met3	505	6	0.0477	0.056
met2	4260	53	0.213	0.47
met1	4210	1351	0.204	0.47
li1	-	1247	-	-
==> state kept, by name, summed over array words and instances (netlist names) <==
register and cells:
U_FIFO_WR.wfull 1, U_FIFO_RD.rempty 1, U_FIFO_WR.waddr_c 3, sync_w2r.OUT 4, sync_w2r.q 4, sync_r2w.q 4
U_FIFO_RD.rptr 4, sync_r2w.OUT 4, U_FIFO_MEM_CNTRL.mem 64, U_FIFO_WR.wptr 4, U_FIFO_RD.raddr_c 3
==> through the flow <==
step	power [mW]	cells	hold slack [ns]
global route	10.5	561	0.0583
global placement	7.22	529	0.334
floorplan	5.67	305	0.124
CTS	9.94	560	0.0366
detailed placement	7.28	529	0.335
finish	9.89	561	0.0359
==> critical path: stages, from the launching register on <==
cell and delay (ns):
dfrtp_2 0.45, buf_6 0.14, ha_4 0.18, buf_6 0.12, buf_6 0.10, a222oi_1 0.28
a21oi_1 0.12, a21oi_1 0.17, a21oi_2 0.07, buf_2 0.11
==> what timing repair did <==
item / 4_1_cts / 5_1_grt
gates resized: 77 / 5
setup endpoints to repair: 8 / 9
setup buffers: 11 / 3
pin swaps: 29 / 17
hold endpoints to repair: 0 / 0
==> area by class of cell <==
type / instances / share of cell area
clock buffers: 14 / 0.0581
clock inverters: 6 / 0.0120
inverters: 8 / 0.00621
multi-input cells: 186 / 0.327
flip-flops and latches: 96 / 0.427
well taps: 176 / 0.0391
repair buffers: 75 / 0.131
Power figures rest on the tool's default switching activity, not on a simulated workload.
