==> flow/design.v <==
module RegFile #(parameter OP_WIDTH = 8, DEPTH = 16, ADDR = 4)
(
  input wire WrEn,RdEn,
  input wire CLK,RST,
  input wire [OP_WIDTH-1:0] WrData,
  input wire [ADDR-1:0] Address,
  output reg [OP_WIDTH-1:0] RdData,
  output reg RdData_VLD,
  output wire [OP_WIDTH-1:0] REG0,
  output wire [OP_WIDTH-1:0] REG1,
  output wire [OP_WIDTH-1:0] REG2,
  output wire [OP_WIDTH-1:0] REG3
  );
reg [OP_WIDTH-1:0] mem [DEPTH-1:0];
integer i;
always @(posedge CLK or negedge RST)
begin
  if(!RST)
  begin
    RdData_VLD <= 0;
    RdData <= 'b0;
    for (i = 0 ; i<DEPTH ; i = i + 1)
    begin
      if(i == 2)
      mem[i] <= 'b10000001;
      else if(i == 3)
      mem[i] <= 'b00100000;
      else
      mem[i] <= 'b0;
    end
  end
  else if(WrEn && !RdEn)
  begin
    mem[Address] <= WrData;
  end
  else if (RdEn && !WrEn)
  begin
    RdData <= mem[Address];
    RdData_VLD <= 'b1;
  end
  else
  begin
    RdData_VLD <= 'b0;
  end 
end
assign REG0 = mem[0];
assign REG1 = mem[1];
assign REG2 = mem[2];
assign REG3 = mem[3];
endmodule
==> flow/run.sh <==
#!/bin/bash
# OpenROAD 26Q1-2900-gdf79404cd8, Yosys 0.63+post, stock flow scripts
make -C /OpenROAD-flow-scripts/flow DESIGN_CONFIG=/design/flow/config.mk WORK_HOME=/design/flow/orfs finish
==> flow/config.mk <==
export PLATFORM = sky130hd
export DESIGN_NAME = RegFile
export DESIGN_NICKNAME = RegFile
export VERILOG_FILES = /design/flow/design.v
export SDC_FILE = /design/flow/constraint.sdc
export NUM_CORES = 4
export LEC_CHECK = 1
export CORE_UTILIZATION = 30
==> flow/constraint.sdc <==
current_design RegFile

set clk_period 2.0
set clk_io_pct 0.2

create_clock -name clk0 -period $clk_period [get_ports {CLK}]

set non_clock_inputs [all_inputs -no_clocks]
set_input_delay [expr $clk_period * $clk_io_pct] -clock clk0 $non_clock_inputs
set_output_delay [expr $clk_period * $clk_io_pct] -clock clk0 [all_outputs]
==> ci_impl_report.md <==
## Implementation flow summary

| Metric | Value |
|---|---|
| Status | `complete, no violations` |
| Hold WS | `0.483 ns` |
| Hold depth | `2` |
| # Max-Cap Violations | `0` |
| DR vias | `4,470` |
| Flops after synth | `137` |
| Postcts setup bufs | `0` |
| N_diodes | `0` |
| # rows | `52` |
| Final setup fails | `0` |
| HP Class | `reg2reg` |
| Chip Height | `147 um` |
| WL final | `17.1 mm` |
| Crit Path Max Fanout | `9` |
| Layout cells sized above 1 | `42.3%` |
| Post-DP HPWL | `12.1 mm` |
| Largest net degree at the start of global routing | `51` |
| Resize count post-CTS | `0` |
| CTS Hold Bufs | `6` |
| Clk ins delay skew pair | `0.41 ns` |
| Critical path type | `in2reg` |
| Vias in the first global route | `4,696` |
| Post-synth area from yosys stat | `6300 um2` |
| Clock sinks | `137` |
| Avg Cell Area, Syn | `13.3 um2` |
| DRC violations left | `0` |
| Pwr dens | `949 nW/um2` |
| Drt first pass iters | `4` |
| Total congestion overflow | `0` |
| Final Hold Vio Count | `0` |
| Area Growth Syn to Fin | `33.1%` |
| RSZ-0062 raised after global routing | `no` |
| Worst reg2reg path startpoint | `mem[7][6]` |
| Cells after DPL | `844` |
| DIE AREA | `21,600 um2` |
| Post-DR wirelength/cell | `19.4 um` |
| Core area | `20,400 um2` |
| Final min period | `1.91 ns` |
| Total negative slack | `0 ns` |
| Clk pin slew, worst setup/hold paths | `0.06 ns` |
| Ys Warns | `2` |
| Cell Area, Synth | `6300 um2` |
| Worst endpoint data arrival time | `2.24 ns` |
| Leakage | `3.68 nW` |
| First-pass GRT wire length | `27.3 mm` |
| Vias per inst | `5.07` |
| Seq share, synth | `54.5%` |
| CTS Buffer Depth | `2` |
| IO Count | `57` |
| Initial DRC count | `228` |
| Worst Setup End Kind | `register` |
| Antenna Nets Post-Route | `0` |
| Fin. max-slew vios | `0` |
| Final Wtd Congestion | `0.916` |
| Fmax | `525 MHz` |
| Layout Cells excl Fill | `882` |
| Cell Type Count | `41` |
| Post-layout power | `7.96 mW` |
| Die X | `147 um` |
| Final critical-path share of the clock period | `95.3%` |
| Tool warnings | `25` |
| Gr usage total | `17.1%` |
| CTS tree | `built` |
| Worst setup SP type | `input pin` |
| Post-Route Skew | `0.00807 ns` |
| Least-Margin Pin Slew | `0.660 ns` |
| Fill cells | `1,866` |
| Reg2reg path depth | `6` |
| End point of the worst hold path | `RdData_VLD` |
| End of the worst register-to-register path | `RdData[6]` |
| IO buf count | `56` |
| Yosys Instances | `472` |
| H-tree Lvls | `4` |
| Root Buffer | `clkbuf_16` |
| Init Core Util | `30.8%` |
| Worst EP required | `2.33 ns` |
| Initial antenna violation count | `0` |
| Peak supply drop | `613 uV` |
| Cts bufs inserted | `17` |
| HP Start | `RdData_VLD` |
| Max-slew headroom | `55.7%` |
| R2R setup slack | `0.41 ns` |
| Synth Instances | `472` |
[cells in the final DEF (no fill, tap or decap), drive strengths merged, types with 5 or more instances in the layout]
cell type and count:
clkbuf 18, o21ai 12, dlygate4sd3 5, nand2b 6
a21oi 9, nand2 22, clkinvlp 5, nor2b 8
a31oi 9, o22ai 15, clkdlybuf4s50 54, mux4 5
buf 81, nor3 7, a221oi 11, a22o 6
clkinv 6, mux2i 22, dfrtp 134, nor2 10
nand3 9, mux2 130
[final cells by class]
cell class / instances / area [um2] / area share, %
multi-input cells: 301 / 2690 / 32.1
inverters: 2 / 7.51 / 0.0896
clock inverters: 14 / 126 / 1.51
flip-flops and latches: 137 / 3430 / 40.9
well taps: 270 / 338 / 4.03
repair buffers: 140 / 1360 / 16.2
clock buffers: 18 / 429 / 5.12
[how the worst max path moves through the flow]
stage	startpoint	endpoint	slack [ns]	depth (start not counted)
CTS	Address[2]	RdData[5]	0.13	6
global route	Address[1]	RdData[2]	0.007	7
finish	Address[1]	RdData[0]	0.09	9
[critical path, stage by stage]
cell and delay (ns):
clkdlybuf4s50_1 0.49, buf_4 0.20, nor2_1 0.26, buf_4 0.23
o21ai_0 0.09, a21oi_1 0.20, a221oi_1 0.08, buf_4 0.14
a31oi_1 0.14
[logic make-up (layout without fill, tap and decap cells)]
logic type / after synthesis / in the layout / share of synthesized area [%]
AND/OR/NAND/NOR: 72 / 72 / 6.36
AND-OR/OR-AND: 72 / 72 / 7.87
multiplexers: 157 / 157 / 28.5
flip-flops: 137 / 137 / 54.5
buffers and inverters: 34 / 174 / 2.76
[power by group]
part | switching (mW) | internal, mW
Combinational | 0.494 | 0.904
Clock | 1.21 | 1.71
Sequential | 0.335 | 3.31
Total | 2.03 | 5.92
[state kept, by name, summed over array words and instances, names as in the netlist]
name	count
mem	128
RdData	8
RdData_VLD	1
[per-stage QoR]
step	util (%)	area (um2)	setup WS, ns
after floorplan	-	6300	0.317
after global placement	37.9	7750	-0.282
after detailed placement	37.9	7750	-0.287
after CTS	41.0	8380	0.126
after global routing	41.0	8380	0.00711
final	41.0	8380	0.0938
[synth_stat cells (all sizes together)]
master	instances	share of area, %
a2111oi	2	0.38
a21boi	1	0.12
a21oi	9	0.72
a221oi	11	1.5
a22o	6	0.83
a22oi	1	0.12
a31o	1	0.14
a31oi	9	0.89
a32o	2	0.32
and3	3	0.30
buf	13	1.5
clkbuf	19	1.1
dfrtp	134	53
dfstp	3	1.3
inv	2	0.12
mux2	130	23
mux2i	22	3.5
mux4	5	1.8
nand2	22	1.3
nand2b	6	0.60
nand3	9	0.72
nand3b	2	0.24
nor2	10	0.72
nor2b	8	0.79
nor3	7	0.87
nor3b	1	0.12
nor4	2	0.44
nor4b	1	0.14
o211ai	1	0.12
o21ai	12	0.95
o22ai	15	1.5
o31ai	1	0.12
o41ai	1	0.14
or2b	1	0.12
[routing by layer]
metal | track usage [%] | vias up | routed length [um]
li1 | - | 2026 | -
met1 | 26.3 | 2289 | 7940
met2 | 25.2 | 137 | 7630
met3 | 5.07 | 18 | 1290
met4 | 2.27 | 0 | 231
met5 | 0 | - | 0
Power and IR drop assume default switching activity.
